[./config.mk]
export PLATFORM = sky130hd
export DESIGN_NAME = conv_pool
export DESIGN_NICKNAME = conv_pool
export VERILOG_FILES = /design/flow/design.v
export SDC_FILE = /design/flow/constraint.sdc
export NUM_CORES = 4
export LEC_CHECK = 1
export CORE_UTILIZATION = 40
[./run.sh]
#!/bin/bash
# OpenROAD 26Q1-2900-gdf79404cd8, Yosys 0.63+post, stock flow scripts
make -C /OpenROAD-flow-scripts/flow DESIGN_CONFIG=/design/flow/config.mk WORK_HOME=/design/flow/orfs finish
[./constraint.sdc]
current_design conv_pool

set clk_period 22.9
set clk_io_pct 0.2

create_clock -name clk0 -period $clk_period [get_ports {clk}]

set non_clock_inputs [all_inputs -no_clocks]
set_input_delay [expr $clk_period * $clk_io_pct] -clock clk0 $non_clock_inputs
set_output_delay [expr $clk_period * $clk_io_pct] -clock clk0 [all_outputs]
[./design.v]
`timescale 1ns/1ps
module conv_pool (
    input           clk,
    input           rst,             
    input  [127:0]  image_4x4,
    input  [71:0]   conv_kernel_0,
    input  [71:0]   conv_kernel_1,
    input  [71:0]   conv_kernel_2,
    input  [1:0]    shift,           
    output [7:0]    y_0,
    output [7:0]    y_1,
    output [7:0]    y_2,
    output          input_re,
    output [15:0]   input_addr,
    output          output_we_0,
    output [15:0]   output_addr_0,
    output          output_we_1,
    output [15:0]   output_addr_1,
    output          output_we_2,
    output [15:0]   output_addr_2
);
localparam int MAX_BLKS = 512*512/4;  
reg [16:0] blk_cnt_r;
reg        req_vld_r;
reg [15:0] req_addr_r;
always_ff @(posedge clk) begin
    if (rst) begin
        blk_cnt_r  <= 17'd0;
        req_vld_r  <= 1'b0;
        req_addr_r <= 16'd0;
    end else begin
        if (req_vld_r)
            req_vld_r <= 1'b0;
        else if (blk_cnt_r < MAX_BLKS) begin
            req_vld_r  <= 1'b1;
            req_addr_r <= blk_cnt_r[15:0];
            blk_cnt_r  <= blk_cnt_r + 17'd1;
        end
    end
end
assign input_re   = req_vld_r;
assign input_addr = req_addr_r;
reg        req_vld_q;
reg [15:0] req_addr_q;
always_ff @(posedge clk) begin
    req_vld_q  <= req_vld_r;
    req_addr_q <= req_addr_r;
end
reg        vld_s1;
reg [15:0] addr_s1;
reg [127:0] img_s1;
always_ff @(posedge clk) begin
    if (rst) begin
        vld_s1  <= 1'b0;
        addr_s1 <= 16'd0;
        img_s1  <= 128'd0;
    end else begin
        vld_s1  <= req_vld_q;
        addr_s1 <= req_addr_q;
        img_s1  <= image_4x4;
    end
end
function [7:0] px;
    input [127:0] img;
    input [1:0]   r, c;
    begin
        px = img[((r*4 + c) << 3) +: 8];
    end
endfunction
function signed [7:0] kc;
    input [71:0] ker;
    input [1:0]  r, c;
    begin
        kc = ker[((r*3 + c) << 3) +: 8];
    end
endfunction
function [7:0] conv_pool_kernel;
    input [127:0]       img;
    input signed [71:0] ker;
    input [1:0]         sh;
    reg signed [31:0] c0, c1, c2, c3;
    reg signed [23:0] mult;
    integer i, j;
    reg [7:0] u0, u1, u2, u3;
    reg [7:0] m01, m23;
    integer total_shift;
    begin
        c0 = 0; c1 = 0; c2 = 0; c3 = 0;
        for (i = 0; i < 3; i = i+1)
            for (j = 0; j < 3; j = j+1) begin
                mult = $signed({1'd0, px(img, i, j)}) * kc(ker, i, j);
                c0   = c0 + mult;
                mult = $signed({1'd0, px(img, i, j+1)}) * kc(ker, i, j);
                c1   = c1 + mult;
                mult = $signed({1'd0, px(img, i+1, j)}) * kc(ker, i, j);
                c2   = c2 + mult;
                mult = $signed({1'd0, px(img, i+1, j+1)}) * kc(ker, i, j);
                c3   = c3 + mult;
            end
        total_shift = sh + 3;   
        c0 = c0 >>> total_shift; c1 = c1 >>> total_shift;
        c2 = c2 >>> total_shift; c3 = c3 >>> total_shift;
        c0 = (c0 < 0) ? 0 : (c0 > 255) ? 255 : c0;
        c1 = (c1 < 0) ? 0 : (c1 > 255) ? 255 : c1;
        c2 = (c2 < 0) ? 0 : (c2 > 255) ? 255 : c2;
        c3 = (c3 < 0) ? 0 : (c3 > 255) ? 255 : c3;
        u0 = c0[7:0]; u1 = c1[7:0]; u2 = c2[7:0]; u3 = c3[7:0];
        m01 = (u0 > u1) ? u0 : u1;
        m23 = (u2 > u3) ? u2 : u3;
        conv_pool_kernel = (m01 > m23) ? m01 : m23;
    end
endfunction
reg        vld_s2;
reg [15:0] addr_s2;
reg [7:0]  y0_reg, y1_reg, y2_reg;
always_ff @(posedge clk) begin
    if (rst) begin
        vld_s2  <= 1'b0;
        addr_s2 <= 16'd0;
        y0_reg  <= 8'd0;
        y1_reg  <= 8'd0;
        y2_reg  <= 8'd0;
    end else begin
        vld_s2  <= vld_s1;
        addr_s2 <= addr_s1;
        if (vld_s1) begin
            y0_reg <= conv_pool_kernel(img_s1, conv_kernel_0, shift);
            y1_reg <= conv_pool_kernel(img_s1, conv_kernel_1, shift);
            y2_reg <= conv_pool_kernel(img_s1, conv_kernel_2, shift);
        end
    end
end
assign y_0          = y0_reg;
assign y_1          = y1_reg;
assign y_2          = y2_reg;
assign output_we_0  = vld_s2;
assign output_we_1  = vld_s2;
assign output_we_2  = vld_s2;
assign output_addr_0 = addr_s2;
assign output_addr_1 = addr_s2;
assign output_addr_2 = addr_s2;
endmodule
==> results.env <==
RUN_STATUS='finished, final reports clean'
SYNTH_CHIP_AREA_UM2=284000
FINALCRITPERIODSHARE_PCT=82.8
YOSYSTOPAREACELL='fa_1'
CTS.CLK_SLEW.WORST_PATHS_NS=0.06
GRT_ANTENNA_BEFORE_REPAIR=177
YS_WARN_COUNT=1
TIMING_HOLD_VIOLATIONS_FINAL=0
TIMING.SETUP.TNS_NS=0
HTREE_NUM_LEVELS=2
MAX_CLOCK_FREQ_MHz=52.7
DRCVIOLATIONCOUNT=0
CRIT_PATH_FREQUENT_CELL='fa_1'
CTS_HOLD_REPAIR.BUFFERS=0
GRT_PASS1_WL_UM=1830000
CORE-AREA_UM2=708000
IOS=440
TIMING.SETUP.CRITICAL_PATH_CLASS='in2reg'
YOSYSSEQAREASHARE_PCT=1.67
DOMINANT_REGISTER_CELL_IN_THE_SYNTHESIZED_NETLIST='dfxtp_1'
CRIT_PATH_END_KIND='flop'
AVGSYNTHCELLAREA_UM2=9.02
MAXCAPVIOLATIONS=0
WORSTPATHMAXFANOUT=21
VIAS_PER_CELL=5.16
WORST-R2R-SETUP-SLACK_NS=7.32
MAX-CLOCK-PATH-BUFFERS=3
FIRST_GLOBAL_VIAS=230000
SYNTHARSTFLOPSHARE_PCT=0
GRT_START_MAX_NET_PINS=62
SYN2LAYOUT_AREA_GROWTH_PCT=6.07
FP-ROW-COUNT=309
POST_ROUTE_CELLS_DRIVE_ABOVE_1_SHARE_PCT=3.52
CRITICAL_PATH_REQUIRED_NS=23.56
TIMING.HOLD.WORST.CLASS='reg2reg'
LARGEST_REGISTER_FFS=128
SYNTH.TOP_CELL.AREA_SHARE_PCT=48.3
CP.BUFFERS_INVERTERS=7
YOSYS.CELL_TYPES.COUNT=96
TIMING.CRITICAL_PATH.SLOWEST_STAGE_CELL='fa_1'
RELSLEWSLACK_PCT=20.8
SYNTH_STAT.CELLS=31500
FINALSETUPVIOLATIONS=0
TOP_REGISTER='img_s1'
ROUTED_WIRELENGTH_UM=1330000
CTS_MADE_BUFFERS=39
CTS_SINK_COUNT=237
MAPPEDNETLISTAREA_UM2=284000
GRT_REMAINING_OVERFLOW=0
WORST-SLEW-PIN-TRANSITION_NS=1.19
POSTSYNTHCELLCOUNT=31500
CORE_UTIL_FLOORPLAN_PCT=40.1
VIAS=210000
LAYOUT_MIN_CYCLE_TIME_NS=18.96
FINALCLOCKSKEW_NS=0.151
CTS_REPAIR_RESIZE_COUNT=0
CTS_TREE='done'
DRT_FIRST_ITER_VIOLATIONS=11000
CP.ARRIVAL_NS=19.62
CLKLATENCYLATEPIN_NS=0.90
DP_HPWL_UM=1100000
DIEAREA_UM2=713000
NETLIST_TOP_CELLS_AREA='fa_1 (48%), ha_1 (16%), inv_1 (12%)'
GRT_SETUP_UNREPAIRED='no'
DIE-HEIGHT_UM=844
MAX_STAGE_DELAY_NS=0.75
WIRE_PER_INST_UM=32.7
DIE_WIDTH_UM=844
TIMING_MAX_TRANSITION_VIOLATIONS_FINAL=0
ENABLE_FLOP_CELLS=0
STARTPOINT_CLASS_OF_THE_CRITICAL_PATH='input port'
PORTBUFFERS=439
WARNINGS=107
GP_CONGESTION=1.06
GRT.TOTAL_USAGE_PCT=40.4
CTS_ROOT_BUFFER='clkbuf_16'
DRT-PASS1-ITER-COUNT=25
DETAIL-ROUTE-ANTENNA-NETS=0
POST_CTS_SETUP_BUFFER_COUNT=0
BIGGESTREGSBYFLOPS='img_s1 x128, blk_cnt_r x17'
FINAL.FILL_COUNT=69500
CRITPATHTOPFAMILY='adder cells'
SYNTH_FLOPS=237
## per-layer routing
metal | vias up | global-route usage, % | share of wire (%)
met2 | 9777 | 60.6 | 46
met1 | 106000 | 41.4 | 29
met3 | 3797 | 17.2 | 10
li1 | 89700 | - | -
met4 | 68 | 40.7 | 14
met5 | - | 0.633 | 0.058
## area by class of cell
| type | instances | area, um^2 | area share (%) |
|---|---|---|---|
| Clock buffer | 49 | 1060 | 0.354 |
| Antenna cell | 194 | 485 | 0.161 |
| Inverter | 9199 | 34500 | 11.5 |
| Multi-Input combinational cell | 20500 | 239000 | 79.2 |
| Sequential cell | 237 | 5080 | 1.69 |
| Clock inverter | 21 | 272 | 0.0902 |
| Timing Repair Buffer | 1148 | 9470 | 3.14 |
| Tap cell | 9330 | 11700 | 3.88 |
## cell usage after synthesis (17+ instances only)
master and number:
inv_1 9185, fa_1 6853, and2_1 3959, ha_1 3583
nand2_1 2495, clkbuf_1 1437, nor2_1 820, nor2b_1 386
a21oi_1 374, o21ai_0 240, dfxtp_1 237, nand2b_1 217
xnor2_1 141, mux2i_1 132, a21o_1 126, nand3_1 101
buf_1 77, a211oi_1 75, xor2_1 67, nor3_1 60
nand4_1 53, o211ai_1 52, and3_1 42, o21a_1 42
a31oi_1 40, buf_4 35, o21bai_1 32, o221ai_1 32
or3_1 32, mux2_2 31, a211o_1 28, buf_2 27
o2111ai_1 23, a2111oi_0 22, o22ai_1 21, nor4_1 20
a221oi_1 18, a21boi_0 17, mux4_2 17, o31ai_1 17
or3b_2 17
## worst paths after layout
kind,start,to,depth (start not counted)
worst max register to register,img_s1[78]$_SDFF_PP0_,y0_reg[4]$_SDFFE_PP0P_,50
worst min-delay path,req_addr_r[2]$_SDFFE_PP0P_,req_addr_q[2]$_DFF_P_,0
worst max-delay path,conv_kernel_1[23],y1_reg[0]$_SDFFE_PP0P_,50
worst min register to register,req_addr_r[2]$_SDFFE_PP0P_,req_addr_q[2]$_DFF_P_,0
## layout by cell type, fill, tap and decap left out, types with 71 or more instances in the layout
cell type	Yosys	final
ha_1	3583	3582
inv_1	9185	9184
a211oi_1	75	75
fa_1	6853	6853
buf_2	27	71
dfxtp_1	237	114
nor2_1	820	819
a21o_1	126	126
nand2b_1	217	217
xnor2_1	141	141
a21oi_1	374	374
buf_4	35	701
mux2i_1	132	132
clkdlybuf4s50_1	0	365
nand3_1	101	101
o21ai_0	240	239
nand2_1	2495	2495
dfxtp_4	0	73
and2_1	3959	3959
nor2b_1	386	386
diode_2	0	194
## cells by family (layout without fill, tap and decap cells)
| group | count (synthesis) | count (layout) | synth area share, % |
|---|---|---|---|
| xor gates and xnor gates | 209 | 209 | 0.647 |
| adders and majority gates | 10400 | 10400 | 64.1 |
| DFF | 237 | 237 | 1.67 |
| and+or+nand+nor | 8292 | 8292 | 15.3 |
| muxes | 180 | 180 | 0.723 |
| buffers and inverters | 10800 | 10400 | 14.3 |
| AOI/OAI and AO/OA | 1345 | 1345 | 3.19 |
| other | 0 | 194 | 0 |
## per-stage QoR
stage | util [%] | cell area (um^2) | setup WS [ns] | cells | hold slack (ns)
2_1_floorplan | - | 284000 | 6.54 | 31500 | 0.331
3_3_place_gp | 42.3 | 299000 | 3.32 | 40400 | 0.357
3_5_place_dp | 42.3 | 299000 | 3.36 | 40400 | 0.360
4_1_cts | 42.5 | 301000 | 4.12 | 40400 | 0.369
5_1_grt | 42.5 | 301000 | 3.36 | 40500 | 0.375
6_report | 42.6 | 301000 | 3.94 | 40600 | 0.367
